===== /design/flow/run.sh =====
#!/bin/bash
# OpenROAD 26Q1-2900-gdf79404cd8, Yosys 0.63+post, stock flow scripts
make -C /OpenROAD-flow-scripts/flow DESIGN_CONFIG=/design/flow/config.mk WORK_HOME=/design/flow/orfs finish

===== /design/flow/constraint.sdc =====
current_design the_game

set clk_period 6.7
set clk_io_pct 0.2

create_clock -name clk0 -period $clk_period [get_ports {CLK}]

set non_clock_inputs [all_inputs -no_clocks]
set_input_delay [expr $clk_period * $clk_io_pct] -clock clk0 $non_clock_inputs
set_output_delay [expr $clk_period * $clk_io_pct] -clock clk0 [all_outputs]

===== /design/flow/design.v =====
module func_1hz(	 
	input CLK,
	input pause,
	output reg time_1hz);
	reg [24:0] count;
	always @(posedge CLK) begin
		if(count > 25000000) begin
			count <= 25'b0;
			time_1hz <= ~time_1hz;
		end
		else if(~pause)
			count <= count + 1'b1;
	end
endmodule
module func_4hz(	 
	input CLK,
	input pause,
	output reg time_4hz);
	reg [24:0] count;
	always @(posedge CLK) begin
		if(count > 6250000) begin
			count <= 25'b0;
			time_4hz <= ~time_4hz;
		end
		else if(~pause)
			count <= count + 1'b1;
	end
endmodule
module func_1000hz(	 
	input CLK,
	output reg time_1000hz);
	reg [24:0] count;
	always @(posedge CLK) begin
		if(count > 50000) begin
			count <= 25'b0;
			time_1000hz <= ~time_1000hz;
		end
		else
			count <= count + 1'b1;
	end
endmodule
module the_game(
	input CLK,
	input stage_plus,	 
	input shoot,	 
	input pause,	 
	input plate_move_r,plate_move_l,	 
	output [7:0] LightR,	 
	output [7:0] LightG,
	output [7:0] LightB,
	output reg [2:0] chooseCol,	 
	output enable	 
	);
	integer stage;	 
	integer ball_x,ball_y,plate_xl,move_mode,shoot_confirm,lose,tmp_x;	 
	integer i;	 
	reg [7:0] LightR_reg [7:0];
	reg [7:0] LightG_reg [7:0];
	reg [7:0] LightB_reg [7:0];	 
	reg	[7:0] brickandball_pos [7:0];	 
	assign enable = 1;	 
	assign LightR = LightR_reg[chooseCol];	 
	assign LightG = LightG_reg[chooseCol];
	assign LightB = LightB_reg[chooseCol];
	func_1000hz f0(CLK,time_1000hz);	 
	func_1hz f1(CLK,pause,time_1hz);
	func_4hz f2(CLK,pause,time_4hz);	
	initial
	begin
		stage = 0;
		chooseCol = 0;
		ball_x = 4;
		ball_y = 1;
		plate_xl = 3;
		move_mode = 0;
		shoot_confirm = 0;
		lose = 0;
	end
	always @(posedge time_1hz) begin 	 
		LightB_reg[tmp_x][0] = 1 ;		 
		LightB_reg[tmp_x+1][0] = 1 ;			
		LightB_reg[tmp_x+2][0] = 1 ;
		LightG_reg[ball_x][ball_y] = 1 ;
		if (~pause) begin
			if (shoot_confirm == 0) begin
				if(stage_plus) begin
					stage = stage + 1;
					if (stage > 7) begin
						stage = 0;
					end
				end
				case(stage)
				0:
				begin
					LightR_reg[0] = 8'b11111111;
					LightR_reg[1] = 8'b11001111;
					LightR_reg[2] = 8'b10001111;
					LightR_reg[3] = 8'b10011111;
					LightR_reg[4] = 8'b10011111;
					LightR_reg[5] = 8'b10001111;
					LightR_reg[6] = 8'b11001111;
					LightR_reg[7] = 8'b11111111;
				end
				1:
				begin
					LightR_reg[0] = 8'b00001111;
					LightR_reg[1] = 8'b00001111;
					LightR_reg[2] = 8'b11001111;
					LightR_reg[3] = 8'b01111111;
					LightR_reg[4] = 8'b01111111;
					LightR_reg[5] = 8'b11001111;
					LightR_reg[6] = 8'b00001111;
					LightR_reg[7] = 8'b00001111;
				end
				2:
				begin
					LightR_reg[0] = 8'b00011111;
					LightR_reg[1] = 8'b00011111;
					LightR_reg[2] = 8'b00011111;
					LightR_reg[3] = 8'b00011111;
					LightR_reg[4] = 8'b00011111;
					LightR_reg[5] = 8'b00011111;
					LightR_reg[6] = 8'b00011111;
					LightR_reg[7] = 8'b00011111;
				end	
				3:	
				begin
					LightR_reg[0] = 8'b10111111;
					LightR_reg[1] = 8'b00111111;
					LightR_reg[2] = 8'b10001111;
					LightR_reg[3] = 8'b00101111;
					LightR_reg[4] = 8'b10001111;
					LightR_reg[5] = 8'b00101111;
					LightR_reg[6] = 8'b11001111;
					LightR_reg[7] = 8'b11101111;
				end
				4:
				begin
					LightR_reg[0] = 8'b11011111;
					LightR_reg[1] = 8'b00001111;
					LightR_reg[2] = 8'b01101111;
					LightR_reg[3] = 8'b00001111;
					LightR_reg[4] = 8'b10111111;
					LightR_reg[5] = 8'b00001111;
					LightR_reg[6] = 8'b11011111;
					LightR_reg[7] = 8'b00001111;
				end
				5:
				begin
					LightR_reg[0] = 8'b00001111;
					LightR_reg[1] = 8'b00001111;
					LightR_reg[2] = 8'b00001111;
					LightR_reg[3] = 8'b10001111;
					LightR_reg[4] = 8'b11001111;
					LightR_reg[5] = 8'b11101111;
					LightR_reg[6] = 8'b11111111;
					LightR_reg[7] = 8'b11111111;
				end
				6:
				begin
					LightR_reg[0] = 8'b01001111;
					LightR_reg[1] = 8'b00001111;
					LightR_reg[2] = 8'b10011111;
					LightR_reg[3] = 8'b00001111;
					LightR_reg[4] = 8'b00001111;
					LightR_reg[5] = 8'b10011111;
					LightR_reg[6] = 8'b00001111;
					LightR_reg[7] = 8'b00101111;
				end
				7:
				begin
					LightR_reg[0] = 8'b10111111;
					LightR_reg[1] = 8'b00011111;
					LightR_reg[2] = 8'b10001111;
					LightR_reg[3] = 8'b00011111;
					LightR_reg[4] = 8'b00011111;
					LightR_reg[5] = 8'b10001111;
					LightR_reg[6] = 8'b00011111;
					LightR_reg[7] = 8'b10111111;
				end
				endcase	
				for(i=0;i<8;i=i+1) begin
					LightG_reg[i] = LightR_reg[i];
					LightB_reg[i] = LightR_reg[i];
					brickandball_pos[i] = LightR_reg[i];
				end
			end 
		end
		if (~pause) begin 	 
			if(shoot) begin
				if(shoot_confirm == 0) begin
					move_mode = 0;
					shoot_confirm = 1;
				end
			end
		end
		if (~pause) begin 	 
			if (shoot_confirm == 1) begin
				case(move_mode)
				0:	 
				begin
					if (ball_y == 7) begin 	 
						ball_y = ball_y - 1;
						move_mode = 1;	
					end
					else if (LightR_reg[ball_x][ball_y+1] == 0) begin 	 
						LightR_reg[ball_x][ball_y+1] = 1;
						LightG_reg[ball_x][ball_y+1] = 1;
						LightB_reg[ball_x][ball_y+1] = 1;
						ball_y = ball_y - 1;
						move_mode = 1;
					end
					else begin 	 
						ball_y = ball_y + 1;
					end
				end
				1:	 
				begin
					if (ball_y == 1) begin 	 
						if (plate_xl+1 == ball_x) begin 	 
							ball_y = ball_y + 1;
							move_mode = 0;
						end
						else if (plate_xl == ball_x) begin 	 
							ball_x = ball_x - 1;
							ball_y = ball_y + 1;
							move_mode = 2;
						end
						else if (plate_xl+2 == ball_x) begin  
							ball_x = ball_x + 1;
							ball_y = ball_y + 1;
							move_mode = 3;
						end
						else begin 	 
							lose = 1;
						end
					end
					else if (LightR_reg[ball_x][ball_y-1] == 0) begin 	 
						LightR_reg[ball_x][ball_y-1] = 1;
						LightG_reg[ball_x][ball_y-1] = 1;
						LightB_reg[ball_x][ball_y-1] = 1;
						ball_y = ball_y + 1;
						move_mode = 0;
					end
					else begin
						ball_y = ball_y - 1;
					end
				end
				2: 	 
				begin
					if (ball_y == 7) begin 	 
						if (ball_x == 0) begin 	 
								ball_x = ball_x + 1;
								ball_y = ball_y - 1;
								move_mode = 5;
						end
						else begin 	 
							if (LightR_reg[ball_x-1][ball_y] == 0) begin 	 
								LightR_reg[ball_x-1][ball_y] = 1;
								LightG_reg[ball_x-1][ball_y] = 1;
								LightB_reg[ball_x-1][ball_y] = 1;
								ball_x = ball_x + 1;
								ball_y = ball_y - 1;
								move_mode = 5;
							end
							else begin 	 
								if (LightR_reg[ball_x-1][ball_y-1] == 0) begin 	 
									LightR_reg[ball_x-1][ball_y-1] = 1;
									LightG_reg[ball_x-1][ball_y-1] = 1;
									LightB_reg[ball_x-1][ball_y-1] = 1;
									ball_x = ball_x + 1;
									ball_y = ball_y - 1;
									move_mode = 5;
								end
								else begin  
									ball_x = ball_x - 1;	
									ball_y = ball_y - 1;
									move_mode = 4;	
								end
							end
						end
					end
					else if (LightR_reg[ball_x][ball_y+1] == 0) begin 	 
						LightR_reg[ball_x][ball_y+1] = 1;
						LightG_reg[ball_x][ball_y+1] = 1;
						LightB_reg[ball_x][ball_y+1] = 1;
						if (LightR_reg[ball_x-1][ball_y] == 0) begin 	 
							LightR_reg[ball_x-1][ball_y] = 1;
							LightG_reg[ball_x-1][ball_y] = 1;
							LightB_reg[ball_x-1][ball_y] = 1;
							ball_x = ball_x + 1;
							ball_y = ball_y - 1;
							move_mode = 5;
						end
						else begin 	 
							if (LightR_reg[ball_x-1][ball_y-1] == 0) begin 	 
								LightR_reg[ball_x-1][ball_y-1] = 1;
								LightG_reg[ball_x-1][ball_y-1] = 1;
								LightB_reg[ball_x-1][ball_y-1] = 1;
								ball_x = ball_x + 1;
								ball_y = ball_y - 1;
								move_mode = 5;
							end
							else begin  
								ball_x = ball_x - 1;
								ball_y = ball_y - 1;
								move_mode = 4;
							end
						end
					end
					else begin 	 
						if (LightR_reg[ball_x-1][ball_y] == 0) begin  
							LightR_reg[ball_x-1][ball_y] = 1;
							LightG_reg[ball_x-1][ball_y] = 1;
							LightB_reg[ball_x-1][ball_y] = 1;
							if (LightR_reg[ball_x+1][ball_y+1] == 0) begin  
								LightR_reg[ball_x+1][ball_y+1] = 1;
								LightG_reg[ball_x+1][ball_y+1] = 1;
								LightB_reg[ball_x+1][ball_y+1] = 1;
								ball_x = ball_x + 1;
								ball_y = ball_y - 1;
								move_mode = 5;
							end
							else begin 	 
								ball_x = ball_x + 1;
								ball_y = ball_y + 1;
								move_mode = 3;
							end
						end
						else begin 
							if (LightR_reg[ball_x-1][ball_y+1] == 0) begin 	 
								LightR_reg[ball_x-1][ball_y+1] = 1;
								LightG_reg[ball_x-1][ball_y+1] = 1;
								LightB_reg[ball_x-1][ball_y+1] = 1;
								ball_x = ball_x + 1;
								ball_y = ball_y - 1;
								move_mode = 5;
							end	
							else begin 	 
								ball_x = ball_x - 1;
								ball_y = ball_y + 1;
							end
						end	
					end
				end
				3:   
				begin
					if (ball_y == 7) begin 	 
						if (ball_x == 7) begin 	 
								ball_x = ball_x - 1;
								ball_y = ball_y - 1;
								move_mode = 4;
						end
						else begin 	 
							if (LightR_reg[ball_x+1][ball_y] == 0) begin 	 
								LightR_reg[ball_x+1][ball_y] = 1;
								LightG_reg[ball_x+1][ball_y] = 1;
								LightB_reg[ball_x+1][ball_y] = 1;
								ball_x = ball_x - 1;
								ball_y = ball_y - 1;
								move_mode = 4;
							end
							else begin 	 
								if (LightR_reg[ball_x+1][ball_y-1] == 0) begin 	 
									LightR_reg[ball_x+1][ball_y-1] = 1;
									LightG_reg[ball_x+1][ball_y-1] = 1;
									LightB_reg[ball_x+1][ball_y-1] = 1;
									ball_x = ball_x - 1;
									ball_y = ball_y - 1;
									move_mode = 4;
								end
								else begin  
									ball_x = ball_x + 1;	
									ball_y = ball_y - 1;
									move_mode = 5;	
								end
							end
						end
					end
					else if (LightR_reg[ball_x][ball_y+1] == 0) begin 	 
						LightR_reg[ball_x][ball_y+1] = 1;
						LightG_reg[ball_x][ball_y+1] = 1;
						LightB_reg[ball_x][ball_y+1] = 1;
						if (LightR_reg[ball_x+1][ball_y] == 0) begin 	 
							LightR_reg[ball_x+1][ball_y] = 1;
							LightG_reg[ball_x+1][ball_y] = 1;
							LightB_reg[ball_x+1][ball_y] = 1;
							ball_x = ball_x - 1;
							ball_y = ball_y - 1;
							move_mode = 4;
						end
						else begin 	 
							if (LightR_reg[ball_x+1][ball_y-1] == 0) begin 	 
								LightR_reg[ball_x+1][ball_y-1] = 1;
								LightG_reg[ball_x+1][ball_y-1] = 1;
								LightB_reg[ball_x+1][ball_y-1] = 1;
								ball_x = ball_x - 1;
								ball_y = ball_y - 1;
								move_mode = 4;
							end
							else begin  
								ball_x = ball_x + 1;
								ball_y = ball_y - 1;
								move_mode = 5;
							end
						end
					end
					else begin 	 
						if (LightR_reg[ball_x+1][ball_y] == 0) begin  
							LightR_reg[ball_x+1][ball_y] = 1;
							LightG_reg[ball_x+1][ball_y] = 1;
							LightB_reg[ball_x+1][ball_y] = 1;
							if (LightR_reg[ball_x-1][ball_y+1] == 0) begin  
								LightR_reg[ball_x-1][ball_y+1] = 1;
								LightG_reg[ball_x-1][ball_y+1] = 1;
								LightB_reg[ball_x-1][ball_y+1] = 1;
								ball_x = ball_x - 1;
								ball_y = ball_y - 1;
								move_mode = 4;
							end
							else begin 	 
								ball_x = ball_x - 1;
								ball_y = ball_y + 1;
								move_mode = 2;
							end
						end
						else begin 
							if (LightR_reg[ball_x+1][ball_y+1] == 0) begin 	 
								LightR_reg[ball_x+1][ball_y+1] = 1;
								LightG_reg[ball_x+1][ball_y+1] = 1;
								LightB_reg[ball_x+1][ball_y+1] = 1;
								ball_x = ball_x - 1;
								ball_y = ball_y - 1;
								move_mode = 4;
							end	
							else begin 	 
								ball_x = ball_x + 1;
								ball_y = ball_y + 1;
							end
						end	
					end
				end
				4:   
				begin
					if (ball_x == 0)
					begin
						ball_x = ball_x +1;
						ball_y = ball_y -1;
						move_mode = 4;
					end
					else
					begin
						ball_x = ball_x -1;
						ball_y = ball_y -1;	
					end
					if (ball_y == 1) begin 	 
						if (plate_xl+1 == ball_x) begin 	 
							ball_y = ball_y + 1;
							move_mode = 0;
						end
						else if (plate_xl == ball_x) begin 	 
							ball_x = ball_x - 1;
							ball_y = ball_y + 1;
							move_mode = 2;
						end
						else if (plate_xl+2 == ball_x) begin  
							ball_x = ball_x + 1;
							ball_y = ball_y + 1;
							move_mode = 3;
						end
						else begin 	 
							lose = 1;
						end
					end
				end
				5: 	 
				begin
					if (ball_x == 7)
					begin
						ball_x = ball_x +1;
						ball_y = ball_y -1;
						move_mode = 4;
					end
					else
					begin
						ball_x = ball_x -1;
						ball_y = ball_y -1;	
					end
					if (ball_y == 1) begin 	 
						if (plate_xl+1 == ball_x) begin 	 
							ball_y = ball_y + 1;
							move_mode = 0;
						end
						else if (plate_xl == ball_x) begin 	 
							ball_x = ball_x - 1;
							ball_y = ball_y + 1;
							move_mode = 2;
						end
						else if (plate_xl+2 == ball_x) begin  
							ball_x = ball_x + 1;
							ball_y = ball_y + 1;
							move_mode = 3;
						end
						else begin 	 
							lose = 1;
						end
					end
				end
				endcase
			end
		end
		tmp_x = plate_xl;
		LightB_reg[plate_xl][0] = 0 ;			
		LightB_reg[plate_xl+1][0] = 0 ;			
		LightB_reg[plate_xl+2][0] = 0 ;
		LightG_reg[ball_x][ball_y] = 0 ;
	end
	always @(posedge time_4hz) begin  
		if (plate_move_l) begin
			if(plate_xl > 0) begin
				plate_xl = plate_xl - 1;
			end
		end
		else if (plate_move_r) begin
			if(plate_xl < 5) begin
				plate_xl = plate_xl + 1;
			end
		end
	end
	always @(posedge time_1000hz) begin  
		chooseCol = chooseCol + 1;
		if(chooseCol > 7) begin
			chooseCol = 0;
		end
	end
endmodule

===== /design/flow/config.mk =====
export PLATFORM = sky130hd
export DESIGN_NAME = the_game
export DESIGN_NICKNAME = the_game
export VERILOG_FILES = /design/flow/design.v
export SDC_FILE = /design/flow/constraint.sdc
export NUM_CORES = 4
export LEC_CHECK = 1
export CORE_UTILIZATION = 50
export SYNTH_HDL_FRONTEND = slang

==> run notes <==
## Yosys
• xor+xnor area frac: 8.69%
• Gate Count Post-Synth: 7874
• Adder-Cell Fraction of Synth Area: 0.879%
• number of standard cells reported by yosys: 7874
• average footprint of a synthesized cell: 6.83 um2
• most frequent cell after synthesis: nor2_1
• count of distinct cell types in the synthesized netlist: 118
• number of synthesized flops with an enable pin: 67
• part of the Yosys area used for sequential elements: 18.8%
• Synthesis Warnings: 0
• flop and latch count out of synthesis: 473
• share of the synthesized area in the top cell type: 15.1%
• basic-gate share of the synthesized area counting and, or, nand and nor cells: 29.0%
• leading cell types by count after synthesis: nor2_1 (945), nand2_1 (752), o21ai_0 (607)
• main logic family after synthesis: AND-OR/OR-AND gates
• synthesized area: 53800 um2
• Synth Area in Compound Gates: 31.5%
• Post-synth mux share: 4.94%
• Top area cell types: dfxtp_1 (15%), nor2_1 (6.6%), o21ai_0 (5.6%), xnor2_1 (5.6%), a21oi_1 (5.5%)
• fraction of registers with async set or reset after synthesis: 0%
• area figure in the yosys stat output: 53800 um2
• Dominant flop cell: dfxtp_1
• cell type with the largest total area after synthesis: dfxtp_1

## Setup path
• CP arrival: 4.00 ns
• Worst Setup Start Kind: input port
• Slowest-stage cell, CP: clkdlybuf4s50_1
• crit end category: flop
• crit path DRT: 6.98 ns
• Setup CP Type: in -> reg
• Critical Path Fanout Max: 10
• series of cell instances along the critical path: clkdlybuf4s50_1, and3b_1, and3_1, nand4_1, nor3_1, nand4_1, or3_1, a21oi_1
• cell repeated most along the worst path: nand4_1
• delay of the slowest critical-path stage: 0.67 ns

## Placed design
• post-placement worst setup slack: 2.65 ns
• Placed Instances: 8919
• HPWL after detailed placement: 241000 um
• tally of buffers added on design ports: 32
• Final GP Congestion: 1.23

## CTS
• PostCTS Resize Cnt: 0
• CTS tree: built
• setup fix buffers added after clock tree synthesis: 0
• master cell of the clock root buffer: clkbuf_16
• clock buffer count from CTS: 9
• maximum root-to-sink buffer count: 2
• number of buffers inserted for hold repair after clock tree synthesis: 0
• H-Tree Level Count: 3
• clock latency on the worst-skew pair: 0.35 ns
• Clock transition at path regs: 0.07 ns

## Timing
• RSZ-0062 raised after global routing: no
• maximum clock skew at final layout: 0.0128 ns
• min cycle time layout: 3.72 ns
• final max-slew violation count: 0
• count of unclocked register or latch pins: 395
• Peak Freq: 269 MHz
• period utilisation layout: 55.6%
• worst hold slack: 0.484 ns
• final tally of setup violations: 0
• TNS Setup: 0 ns
• worst-case headroom to the max-slew limit: 10.4%
• Final Hold Violating Endpoints: 0
• post-layout worst setup margin: 2.98 ns
• Worst Max-Slew Pin Slew: 1.33 ns
• number of unconstrained endpoints: 486

## Layout
• proportion of layout cells with a drive suffix above 1: 8.15%
• number of fill cells in the layout: 10100
• non-filler instance count after layout: 8970
• Register Area: 10200 um2
• Area growth syn-to-layout: 4.64%
• Comb area: 40700 um2

## Drt
• detailed router's first-iteration violation count: 12800
• routed length per placed instance: 37.1 um
• number of nets with antenna violations after routing: 0
• vias post-DR: 71500
• via/cell ratio: 7.97
• DRC errors left: 0
• drt total wl: 333000 um
• number of search-and-repair iterations in the first detailed-routing pass: 17

## Run
• stage-log warning count: 53
• max-cap check violation count: 0

## GRT
• global-route usage over all layers: 60.6%
• vias in the first global route: 64000
• wire length of the first global-routing pass: 465000 um
• total congestion overflow: 0
• initial antenna violation count: 33
• pin count of the biggest net entering global routing: 78

## Floorplan
• width of the die: 330 um
• height of the die: 330 um
• number of ports placed on the die boundary: 34
• placement row count: 119
• Core ar.: 106000 um2
• area of the die: 109000 um2
• fp_density: 50.8%

## Power
• peak ir drop on the vdd network: 161 uV
• Tot Pwr: 1.73 mW
• total power divided by cell area: 30.7 nW/um2
• reported leakage power: 18.3 nW

## Outcome
• status: completed

## Min path
• worst hold path class: reg -> reg

-- metal layers --
layer | part of all wire [%] | GRT usage [%] | vias up
li1 | - | - | 29000
met1 | 35 | 74.0 | 32700
met2 | 36 | 76.4 | 7388
met3 | 19 | 39.2 | 2398
met4 | 9.5 | 40.3 | 59
met5 | 0.52 | 10.7 | -
-- report_power, final --
group	internal, mW	switching, mW	leakage (nW)
sequential	0.541	0.0756	3.98
combinational	0.195	0.424	14.1
clock	0.259	0.234	0.133
total	0.995	0.734	18.3
-- cell families (layout without fill, tap and decap cells) --
family / after synthesis / in the layout
mux: 184 / 184
xor+xnor: 522 / 522
flops: 473 / 473
simple gates: 3206 / 3206
other cells: 2 / 47
buf+inv: 856 / 516
fa+ha+maj: 38 / 38
compound gates: 2593 / 2593
-- worst paths after layout --
check | start | to | slack (ns) | cells after the start
max | pause | f1.count[23] | 2.98 | 8
min reg2reg | f0.count[0] | f0.count[0] | 0.48 | 1
min | f0.count[0] | f0.count[0] | 0.48 | 1
max reg2reg | f2.count[6] | f2.time_4hz | 4.34 | 6
-- layout make-up --
| class | count | area share (%) |
|---|---|---|
| Antenna cell | 35 | 0.156 |
| Clock buffer | 9 | 0.400 |
| Clock inverter | 7 | 0.111 |
| Inverter | 139 | 0.936 |
| Multi-Input combinational cell | 6555 | 72.3 |
| Sequential cell | 473 | 18.0 |
| Tap cell | 1391 | 3.09 |
| Timing Repair Buffer | 361 | 4.95 |
-- cell usage in the layout, fill, tap and decap left out, types with 37 or more instances in the layout --
cell,Yosys,layout
nor2_1,945,930
nand2_1,752,747
o21ai_0,607,604
a21oi_1,595,593
dfxtp_1,406,398
xnor2_1,341,339
buf_4,6,329
nand3_1,321,321
nor3_1,302,294
o22ai_1,202,202
nand4_1,186,186
xor2_1,172,170
nor4_1,152,148
inv_1,128,128
a31oi_1,111,110
a22oi_1,109,109
a211oi_1,104,104
and3_1,91,91
a221oi_1,84,84
mux2i_1,80,80
o211ai_1,76,76
or3_1,76,75
o31ai_1,77,74
edfxtp_1,67,67
and2_1,64,64
o221ai_1,64,64
mux4_2,61,61
a21o_1,54,54
a41oi_1,49,49
nand2b_1,48,47
mux2_2,43,43
o21a_1,43,43
or4_1,39,39
and4_1,37,37
-- per-stage QoR --
stage	area, um2	utilization, %
global route	56200	53.0
CTS	56200	53.0
detailed placement	55900	52.8
finish	56300	53.1
global placement	55900	52.8
floorplan	53800	-
-- worst max-delay path, delay by kind of cell --
family / cells / cell delay, ns
buffers and inverters: 1 / 0.67
and+or+nand+nor: 6 / 1.86
AOI/OAI and AO/OA: 1 / 0.14
Power and IR drop assume default switching activity.
